`/design/flow/design.v`:
```
`timescale 100ps / 1ps
module mem_256x8 (
			output [7:0] dout,  
			input [7:0] din,  
			input [7:0] addr,  
			input rw,  
			input en,  
			input rstz,  
			input clk,  
			inout dvdd,  
			inout dgnd  
			);
reg [7:0] register [0:255];
integer i;
wire write_en;
assign write_en = en & !rw;
wire read_en;
assign read_en = en & rw;
always @(posedge clk) begin: set_memory_registers
	if (!rstz) begin 
		for (i = 0; i < 256; i=i+1) begin
			register[i] <= 1'b0;
		end
	end
	else if (write_en) begin  
		register[addr] <= din;
	end	
end
assign dout = read_en ? register[addr] : 8'b0;  
endmodule
```
`/design/flow/run.sh`:
```
#!/bin/bash
# OpenROAD 26Q1-2900-gdf79404cd8, Yosys 0.63+post, stock flow scripts
make -C /OpenROAD-flow-scripts/flow DESIGN_CONFIG=/design/flow/config.mk WORK_HOME=/design/flow/orfs finish
```
`/design/flow/config.mk`:
```
export PLATFORM = sky130hd
export DESIGN_NAME = mem_256x8
export DESIGN_NICKNAME = mem_256x8
export VERILOG_FILES = /design/flow/design.v
export SDC_FILE = /design/flow/constraint.sdc
export NUM_CORES = 4
export LEC_CHECK = 1
export CORE_UTILIZATION = 30
```
`/design/flow/constraint.sdc`:
```
current_design mem_256x8

set clk_period 17.8
set clk_io_pct 0.2

create_clock -name clk0 -period $clk_period [get_ports {clk}]

set non_clock_inputs [all_inputs -no_clocks]
set_input_delay [expr $clk_period * $clk_io_pct] -clock clk0 $non_clock_inputs
set_output_delay [expr $clk_period * $clk_io_pct] -clock clk0 [all_outputs]
```
==> impl_results.html <==
<h2>Synthesis and place &amp; route</h2>
<table>
<tr><th>Metric</th><th>Value</th></tr>
<tr><th colspan="2">Clocking</th></tr>
<tr><td>TritonCTS clock tree</td><td>yes</td></tr>
<tr><td>Clock tree root driver cell</td><td>clkbuf_16</td></tr>
<tr><td>Resized cells post-CTS</td><td>0</td></tr>
<tr><td>H-Tree Depth</td><td>4</td></tr>
<tr><td>Clk sinks</td><td>2048</td></tr>
<tr><td>Maximum clock path buffer count</td><td>3</td></tr>
<tr><td>Clock transition at the registers of the reported paths</td><td>60 ps</td></tr>
<tr><td>Post-CTS Setup Repair Bufs</td><td>0</td></tr>
<tr><td>Number of buffers added to fix hold violations after cts</td><td>0</td></tr>
<tr><td>Cts bufs inserted</td><td>213</td></tr>
<tr><th colspan="2">Timing</th></tr>
<tr><td>Final setup viols</td><td>0</td></tr>
<tr><td>Final clock period utilization by the worst path</td><td>74.2%</td></tr>
<tr><td>Max-slew headroom at the worst pin</td><td>4.40%</td></tr>
<tr><td>Number of hold-slack violations in the final timing report</td><td>0</td></tr>
<tr><td>Worst-Margin Slew</td><td>1420 ps</td></tr>
<tr><td>Number of max-slew violations in the final report</td><td>0</td></tr>
<tr><td>Achievable clock frequency</td><td>0.0757 GHz</td></tr>
<tr><td>Setup tns final</td><td>0 ps</td></tr>
<tr><td>Unrepaired setup endpoints after global routing</td><td>false</td></tr>
<tr><td>Endpoints left unconstrained</td><td>2</td></tr>
<tr><td>Min Tclk post-route</td><td>13210 ps</td></tr>
<tr><th colspan="2">Worst setup path</th></tr>
<tr><td>Crit path largest cell delay</td><td>1150 ps</td></tr>
<tr><td>Buffer-and-inverter tally for the worst setup path</td><td>6</td></tr>
<tr><td>Cell with the most instances on the worst path</td><td>buf_4</td></tr>
<tr><td>Crit. End Element</td><td>output pin</td></tr>
<tr><td>Cell type group with the largest total delay on the critical path</td><td>buffers and inverters</td></tr>
<tr><td>Critical-path cell with the highest stage delay</td><td>nor4_1</td></tr>
<tr><td>CP arrival</td><td>9650 ps</td></tr>
<tr><td>Maximum net fanout on the critical path</td><td>60</td></tr>
<tr><td>Data required time at the worst endpoint</td><td>14240 ps</td></tr>
<tr><td>Critical path cell sequence</td><td>buf_8 -&gt; buf_4 -&gt; buf_4 -&gt; buf_4 -&gt; mux2i_1 -&gt; a22oi_1 -&gt; a22oi_1 -&gt; o2111a_1 -&gt; a41oi_1 -&gt; nor2_1 -&gt; nor4_1 -&gt; buf_4 -&gt; clkdlybuf4s50_1</td></tr>
<tr><td>Crit Path Class</td><td>in2out</td></tr>
<tr><td>Sort of element at the start of the critical path</td><td>input pin</td></tr>
<tr><th colspan="2">Global route</th></tr>
<tr><td>Total gr overflow</td><td>0</td></tr>
<tr><td>First-pass GRT wire length</td><td>387000 um</td></tr>
<tr><td>GRT Total Usage</td><td>17.0%</td></tr>
<tr><td>Pin count of the biggest net entering global routing</td><td>138</td></tr>
<tr><td>Via count of the first global-routing pass</td><td>58900</td></tr>
<tr><td>Number of antenna violations at the first check in global routing</td><td>11</td></tr>
<tr><th colspan="2">Floorplanning</th></tr>
<tr><td>Row count</td><td>207</td></tr>
<tr><td>Core Util at FP</td><td>30.2%</td></tr>
<tr><td>Floorplan die area</td><td>322000 um^2</td></tr>
<tr><td>Core area</td><td>318000 um^2</td></tr>
<tr><td>Die extent in y</td><td>568 um</td></tr>
<tr><td>Chip width</td><td>568 um</td></tr>
<tr><td>Number of I/O pins</td><td>30</td></tr>
<tr><th colspan="2">Routing</th></tr>
<tr><td>Max Used Layer</td><td>met5</td></tr>
<tr><td>Met3 layer wire length in the routed design</td><td>32900 um</td></tr>
<tr><td>Post-Route WL</td><td>261000 um</td></tr>
<tr><td>Met2 wire length</td><td>126000 um</td></tr>
<tr><td>Detailed-router iteration count before antenna repair</td><td>6</td></tr>
<tr><td>Detail Route Antenna Nets</td><td>0</td></tr>
<tr><td>WL/cell</td><td>24.3 um</td></tr>
<tr><td>Number of design-rule violations left by the first detailed-router iteration</td><td>4181</td></tr>
<tr><td>Vias/cell</td><td>5.28</td></tr>
<tr><td>Total via count after detailed routing</td><td>56600</td></tr>
<tr><td>Post-route DRC</td><td>0</td></tr>
<tr><td>Wire length on met1</td><td>92700 um</td></tr>
<tr><th colspan="2">Layout</th></tr>
<tr><td>Layout cells sized above 1</td><td>14.9%</td></tr>
<tr><td>Top flop regs</td><td>register (2048)</td></tr>
<tr><td>Most common logic cell in the routed design</td><td>edfxtp_1</td></tr>
<tr><td>Final cell count without fillers</td><td>10700</td></tr>
<tr><td>Max FFs per register</td><td>2048</td></tr>
<tr><td>Layout overhead on the synthesized area</td><td>10.7%</td></tr>
<tr><td>Top register by number of flip-flops</td><td>register</td></tr>
<tr><td>Commonest cells after routing, fill and taps aside</td><td>edfxtp_1 (2048), and3_1 (1913), nand2_1 (542)</td></tr>
<tr><th colspan="2">Yosys</th></tr>
<tr><td>Post-synth tally of flip-flops with integrated enable</td><td>2048</td></tr>
<tr><td>Distinct lib cells</td><td>58</td></tr>
<tr><td>Dominant register cell in the synthesized netlist</td><td>edfxtp_1</td></tr>
<tr><td>Sequential cell area fraction in the yosys report</td><td>64.0%</td></tr>
<tr><td>Flip-flop and latch count after synthesis</td><td>2048</td></tr>
<tr><td>Warnings from Yosys</td><td>1</td></tr>
<tr><td>Syn Inst Count</td><td>6832</td></tr>
<tr><td>Post-synthesis chip area from yosys</td><td>96100 um^2</td></tr>
<tr><td>Fraction of registers with async set/reset</td><td>0%</td></tr>
<tr><td>Avg Inst Size Synth</td><td>14.1 um^2</td></tr>
<tr><td>Area of the mapped netlist</td><td>96100 um^2</td></tr>
<tr><td># Cells Yosys</td><td>6832</td></tr>
<tr><th colspan="2">Placement</th></tr>
<tr><td>Gp weighted congestion</td><td>0.904</td></tr>
<tr><td>Number of cells in the design after placement</td><td>10300</td></tr>
<tr><td>DPL Wire Length</td><td>151000 um</td></tr>
<tr><td>Number of input and output port buffers inserted</td><td>27</td></tr>
<tr><th colspan="2">Job</th></tr>
<tr><td>Max-cap violations</td><td>0</td></tr>
<tr><td>OpenROAD warnings</td><td>43</td></tr>
<tr><th colspan="2">Power and ir drop</th></tr>
<tr><td>IR Drop Worst-Case VDD</td><td>0.105 mV</td></tr>
<tr><td>Leakage power figure</td><td>41.9 nW</td></tr>
<tr><td>PD cells</td><td>101 nW/um^2</td></tr>
<tr><th colspan="2">Status</th></tr>
<tr><td>Result of the run</td><td>finished, final reports clean</td></tr>
<tr><th colspan="2">Min path</th></tr>
<tr><td>Class of the worst hold path</td><td>in2reg</td></tr>
</table>
==> cell type report <==
cell class                      count  area [um^2]
Multi-Input combinational cell   3876        30800
Inverter                            1         3.75
Antenna cell                        2         5.00
Tap cell                         4180         5230
Fill cell                       29600       212000
Timing Repair Buffer              226         1860
Clock buffer                      262         5600
Clock inverter                    128         1290
Sequential cell                  2048        61500
==> logic make-up (layout without fill, tap and decap cells) <==
| kind of cell | after synthesis | count (layout) | share of synthesized area [%] |
|---|---|---|---|
| AND/OR/NAND/NOR | 2857 | 2857 | 17.1 |
| flip-flops | 2048 | 2048 | 64.0 |
| buffers and inverters | 908 | 617 | 4.12 |
| multiplexers | 649 | 649 | 12.0 |
| AND-OR/OR-AND | 370 | 370 | 2.78 |
| other | 0 | 2 | 0 |
==> routing by layer <==
metal  vias up  global-route usage (%)
met2      2684                    26.8
met3       426                    9.46
li1      25400                       -
met5         -                   0.595
met4        12                    4.65
met1     28100                    20.4
==> worst paths after layout <==
path / start / to / depth (start not counted)
setup / recovery: addr[1] / dout[2] / 13
hold / removal: din[1] / register[141][1] / 2
==> metrics by stage <==
step                      area, um^2  setup WS (ps)  hold slack [ps]  utilization [%]  power, mW
final                         106000           4590             3270             33.4       10.8
after global routing          106000           4590             3270             33.4       11.1
after CTS                     106000           4780             3240             33.4       10.8
after detailed placement       99400           4800             4150             31.2       6.45
after global placement         99400           4780             4140             31.2       6.44
after floorplan                96100           8850             3980                -       6.16
==> synth_stat cells (10+ instances only) <==
| cell | count | area, um^2 |
|---|---|---|
| a2111oi_0 | 13 | 114 |
| a211oi_1 | 15 | 113 |
| a21oi_1 | 28 | 140 |
| a22oi_1 | 124 | 931 |
| a311oi_1 | 14 | 123 |
| a31oi_1 | 10 | 62.6 |
| a32oi_1 | 21 | 184 |
| a41oi_1 | 13 | 114 |
| and2_1 | 154 | 963 |
| and3_1 | 1913 | 12000 |
| buf_1 | 12 | 45.0 |
| buf_2 | 111 | 556 |
| buf_4 | 55 | 413 |
| buf_6 | 21 | 236 |
| clkbuf_1 | 692 | 2600 |
| clkbuf_2 | 13 | 65.1 |
| edfxtp_1 | 2048 | 61500 |
| mux2_2 | 30 | 338 |
| mux2i_1 | 218 | 2180 |
| mux4_2 | 401 | 9030 |
| nand2_1 | 542 | 2030 |
| nand2b_1 | 21 | 131 |
| nand3_1 | 15 | 75.1 |
| nor2_1 | 73 | 274 |
| nor2b_1 | 28 | 175 |
| nor3_1 | 21 | 105 |
| nor3_2 | 10 | 100 |
| nor4_1 | 38 | 238 |
| o21ai_0 | 37 | 185 |
| o22ai_1 | 54 | 338 |
==> power by group <==
group	switching, mW	total, mW	internal [mW]
clock	1.86	4.41	2.54
sequential	0.0574	5.59	5.53
combinational	0.511	0.758	0.247
total	2.43	10.8	8.33
Power is estimated from default activity; no workload was simulated.
