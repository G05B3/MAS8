==> flow/run.sh <==
#!/bin/bash
# OpenROAD 26Q1-2900-gdf79404cd8, Yosys 0.63+post, stock flow scripts
make -C /OpenROAD-flow-scripts/flow DESIGN_CONFIG=/design/flow/config.mk WORK_HOME=/design/flow/orfs finish
==> flow/design.v <==
`timescale 100ps / 1ps
module mem_256x32 (
			output [31:0] dout,  
			input [31:0] din,  
			input [7:0] addr,  
			input rw,  
			input en,  
			input rstz,  
			input clk,  
			inout dvdd,  
			inout dgnd  
			);
reg [31:0] register [0:255];
integer i;
wire write_en;
assign write_en = en & !rw;
wire read_en;
assign read_en = en & rw;
always @(posedge clk) begin: set_memory_registers
	if (!rstz) begin 
		for (i = 0; i < 256; i=i+1) begin
			register[i] <= 1'b0;
		end
	end
	else if (write_en) begin  
		register[addr] <= din;
	end	
end
assign dout = read_en ? register[addr] : 32'b0;  
endmodule
==> flow/config.mk <==
export PLATFORM = sky130hd
export DESIGN_NAME = mem_256x32
export DESIGN_NICKNAME = mem_256x32
export VERILOG_FILES = /design/flow/design.v
export SDC_FILE = /design/flow/constraint.sdc
export NUM_CORES = 4
export LEC_CHECK = 1
export CORE_UTILIZATION = 50
export SYNTH_MEMORY_MAX_BITS = 65536
==> flow/constraint.sdc <==
current_design mem_256x32

set clk_period 56.9
set clk_io_pct 0.2

create_clock -name clk0 -period $clk_period [get_ports {clk}]

set non_clock_inputs [all_inputs -no_clocks]
set_input_delay [expr $clk_period * $clk_io_pct] -clock clk0 $non_clock_inputs
set_output_delay [expr $clk_period * $clk_io_pct] -clock clk0 [all_outputs]
==> out/summary.log <==
qor: placement.port_buffers 75
qor: logic_synthesis.syn_area 373000 µm²
qor: power_and_ir_drop.switchingPower 3.08 mW
qor: placement.pre_cts_ws 25760 ps
qor: power_and_ir_drop.cell_pwr_density 31.8 nW/µm²
qor: final_timing.finalWorstSetupSlack 25820 ps
qor: finish.fillCellCount 56200
qor: floorplanning.die_w 865 µm
qor: worst_setup_path.crit_path_dat 19700 ps
qor: route.drt-total-wl 1160 mm
qor: logic_synthesis.synth_warn 1
qor: floorplanning.fp.coreArea 741000 µm²
qor: clock_network.cts_setup_buffers 0
qor: route.detail_route.first_pass.iterations 6
qor: logic_synthesis.synth-seq-cells 8192
qor: final_timing.final-setup-viol-count 0
qor: worst_setup_path.crit_cells 15
qor: logic_synthesis.synth.distinct_cells 55
qor: finish.share_of_post_route_cells_with_drive_strength_above_1 16.3%
qor: floorplanning.design.die.area 749000 µm²
qor: run.cap_viol_max_count 0
qor: worst_setup_path.timing.critical_path.max_delay_family buffers and inverters
qor: clock_network.cts-buffers-inserted 857
qor: power_and_ir_drop.power_report.internal_total 10.1 mW
qor: worst_hold_path.holdPathStages 2
qor: worst_setup_path.startpoint_type primary input
qor: power_and_ir_drop.power.share.clock 39.7%
qor: power_and_ir_drop.comb_power_share 7.2%
qor: grt.grt.overflow.total 0
qor: logic_synthesis.ys_cells 25300
qor: worst_hold_path.hold_path_class primary input to flip-flop
qor: final_timing.untimed_endpoints 2
qor: worst_setup_path.worst_ep_required_time 45520 ps
qor: floorplanning.io_pins 78
qor: logic_synthesis.synth_seq_share 66.0%
qor: placement.globalplace.congestion 0.939
qor: grt.grt_first_pass_wirelength 1630 mm
qor: final_timing.worstMarginPinSlew 1260 ps
qor: power_and_ir_drop.p_leak 146 nW
qor: power_and_ir_drop.max-vdd-ir-drop 0.0000390 V
qor: final_timing.max_slew_margin 13.9%
qor: worst_setup_path.timing.critical_path.mode_cell buf_4
qor: grt.initial_antenna_violation_count 65
qor: logic_synthesis.synth-area-yosys 373000 µm²
qor: status.status completed
qor: final_timing.fin_crit_sh 54.6%
qor: finish.top_register register
qor: floorplanning.fp-row-count 316
qor: finish.fin_util 55.9%
qor: run.tool_warnings 33
qor: floorplanning.die_height 865 µm
qor: worst_setup_path.timing.critical_path.fanout_max 50
qor: worst_setup_path.cp_cell_sequence buf_16, buf_4, buf_4, buf_12, buf_4, buf_4, buf_4, buf_4, mux4_2, a22oi_1, nand4_1, nor4_2, o22a_1, nand4_1, clkdlybuf4s50_1
qor: final_timing.whs 10690 ps
qor: finish.design_area 414000 µm²
qor: route.dr.first_iter.drc_count 13200
qor: clock_network.postCtsHoldBufs 0
qor: finish.flow.area_growth_from_synthesis 11.2%
qor: finish.largest_register_ffs 8192
qor: clock_network.tritoncts_clock_tree built
qor: clock_network.clock_tree.root_cell clkbuf_16
qor: grt.largest_net_degree_at_the_start_of_global_routing 121
qor: finish.top_regs register: 8192 flops
qor: logic_synthesis.async_reset_ff_share 0%
qor: worst_setup_path.cpPeakStageDelay 880 ps
qor: route.vias_per_cell 5.85
qor: logic_synthesis.postSynthAreaPerCell 14.7 µm²
qor: route.wire_per_inst 32.6 µm
qor: final_timing.unrepaired_setup_endpoints_after_global_routing no
qor: clock_network.clock_h_tree_levels 6
qor: route.postRouteAntennaNets 0
qor: clock_network.max-clock-path-buffers 4
qor: route.route.detailed.drc 0
qor: final_timing.finalHoldViolations 0
qor: final_timing.slew_viol_final 0
qor: logic_synthesis.synthCells 25300
qor: clock_network.cts_repair_resize_count 0
qor: final_timing.achievable-frequency 32.2 MHz
qor: placement.post-dp-hpwl 677 mm
qor: logic_synthesis.synth-edff-count 8192
qor: route.detailroute.via_count 208000
qor: worst_setup_path.timing.critical_path.slowest_stage_cell nor4_2
qor: worst_setup_path.end_kind primary output
qor: final_timing.fin_tns_setup 0 ps
qor: clock_network.clkSinkCount 8192
qor: worst_setup_path.critical_path_class primary input to primary output
qor: power_and_ir_drop.swShare 23.4%
qor: final_timing.min_period 31080 ps
qor: worst_setup_path.critical_path_buf_inv_count 9
qor: logic_synthesis.flip_flop_cell_with_the_highest_count_after_synthesis edfxtp_1
qor: clock_network.clk_pin_slew_worst_paths 60 ps
qor: placement.placed_area 388000 µm²
qor: floorplanning.floorplan.initialDensity 50.3%
qor: power_and_ir_drop.share_seq_of_total_power 53.1%
qor: grt.groute.usage.overall 34.4%
qor: grt.number_of_global_route_vias_before_repair 217000
-- cell families after synthesis --
logic type | share of synthesized area, %
mux | 12.0
compound gates | 3.41
buf+inv | 3.10
simple gates | 15.5
flops | 66.0
-- through the flow --
step                      total power [mW]  std cells
after detailed placement              8.07      33900
after CTS                             13.2      35400
final                                 13.2      35500
after global placement                8.06      33900
after global routing                  13.5      35400
after floorplan                       7.64      25300
-- power groups by stage --
stage,combinational (mW),clock (mW),sequential (mW)
CTS,0.955,5.29,7.00
global route,1.01,5.52,7.02
finish,0.955,5.23,6.99
-- worst paths after layout --
kind	slack (ps)	endpoint	startpoint
hold / removal	10690	register[89][13]	din[13]
setup / recovery	25820	dout[4]	addr[0]
-- routing by layer --
layer / up-vias / wire length, µm / GRT usage [%]
met5: - / 2340 / 2.50
met2: 11000 / 520000 / 47.5
met3: 1973 / 208000 / 26.1
met4: 62 / 54900 / 12.1
met1: 103000 / 373000 / 43.6
li1: 91900 / - / -
-- cell type report --
| type | instances | area (µm²) | share of cell area, % |
|---|---|---|---|
| multi-input combinational | 14500 | 119000 | 28.8 |
| sequential | 8192 | 246000 | 59.4 |
| clock inverter | 429 | 3020 | 0.728 |
| clock buffer | 1118 | 22600 | 5.46 |
| timing repair buffer | 1352 | 10800 | 2.61 |
| tap | 9858 | 12300 | 2.98 |
| inverter | 2 | 7.51 | 0.00181 |
| antenna | 65 | 163 | 0.0393 |
-- cell usage in the layout, fill, tap and decap left out, types with 65 or more instances in the layout --
cell type	instances
clkinv_1	252
mux4_2	1123
nor4_2	72
buf_4	1255
a21oi_1	99
o21ai_0	173
nor2b_1	101
a22oi_1	195
nor4_1	116
clkbuf_1	252
o22ai_1	506
edfxtp_1	8192
a221oi_1	254
nand4_1	97
o21ai_4	248
and2_1	8161
and3_1	129
clkbuf_16	866
clkinv_2	102
nand2_1	418
nor2_1	149
a211oi_1	127
diode_2	65
mux2_2	66
nor2_2	209
mux2i_1	1848
-- cell usage after synthesis (99+ instances only) --
cell type  number  area share (%)
and3_1        131            0.22
o21ai_0       450            0.60
nand2_1       444            0.45
nor4_1        187            0.31
a22oi_1       195            0.39
and2_1       8165              14
nor2_1        353            0.36
edfxtp_1     8192              66
mux4_2       1123             6.8
buf_2         220            0.30
buf_4         127            0.26
mux2i_1      1848             5.0
o22ai_1       506            0.85
nor2b_1       104            0.17
a211oi_1      128            0.26
a21oi_1        99            0.13
clkbuf_1     2101             2.1
buf_6         109            0.33
a221oi_1      254            0.60
Power and IR drop assume default switching activity.
