### ./design.v
`timescale 100ps / 1ps
module COUNTER_8b (
		output reg [7:0] count,  
		input [7:0] value,  
		input ld,  
		input en,  
		input rstz,  
		input clk,  
		inout dvdd,  
		inout dgnd  
		);
wire counter_en = en && rstz;
always @(posedge clk)begin: counter_register
	if (!counter_en)
		count <= 8'b0;
	else begin
		if (!ld)
			count <= count + 1;
		else
			count <= value;	
	end	
end
endmodule
`timescale 100ps / 1ps
module INSTRFetch (
			output [15:0] instr,  
			input [15:0] iin,  
			input [7:0] radr,  
			input en,  
			input pr,  
			input rstmemz,  
			input clk,  
			inout dvdd,  
			inout dgnd  
			);
wire [7:0] count;
wire rw;
assign rw = !pr;
wire is_jmp;
assign is_jmp = instr[15] & instr[14] & instr[13] & instr[12] & rw;  
wire [7:0] nextPC;
assign nextPC = count + radr;
reg pr_1d;
always @(posedge clk) begin: set_pr_1d
	pr_1d <= pr;
end
wire rstcntz;
assign rstcntz = !(pr ^ pr_1d);  
COUNTER_8b cnt (
		.count(count),
		.value(nextPC),
		.ld(is_jmp),
		.en(en),
		.rstz(rstcntz),
		.clk(clk),
		.dvdd(dvdd),
		.dgnd(dgnd)
		);
mem_256x16 mem (
		.dout(instr),
		.din(iin),
		.addr(count),
		.rw(rw),
		.en(en),
		.rstz(rstmemz),
		.clk(clk),
		.dvdd(dvdd),
		.dgnd(dgnd)
		);
endmodule
`timescale 100ps / 1ps
module mem_256x16 (
			output [15:0] dout,  
			input [15:0] din,  
			input [7:0] addr,  
			input rw,  
			input en,  
			input rstz,  
			input clk,  
			inout dvdd,  
			inout dgnd  
			);
reg [15:0] register [0:255];
integer i;
wire write_en;
assign write_en = en & !rw;
wire read_en;
assign read_en = en & rw;
always @(posedge clk) begin: set_memory_registers
	if (!rstz) begin 
		for (i = 0; i < 256; i=i+1) begin
			register[i] <= 1'b0;
		end
	end
	else if (write_en) begin  
		register[addr] <= din;
	end	
end
assign dout = read_en ? register[addr] : 16'b0;  
endmodule
### ./run.sh
#!/bin/bash
# OpenROAD 26Q1-2900-gdf79404cd8, Yosys 0.63+post, stock flow scripts
make -C /OpenROAD-flow-scripts/flow DESIGN_CONFIG=/design/flow/config.mk WORK_HOME=/design/flow/orfs finish
### ./config.mk
export PLATFORM = sky130hd
export DESIGN_NAME = INSTRFetch
export DESIGN_NICKNAME = INSTRFetch
export VERILOG_FILES = /design/flow/design.v
export SDC_FILE = /design/flow/constraint.sdc
export NUM_CORES = 4
export LEC_CHECK = 1
export CORE_UTILIZATION = 40
### ./constraint.sdc
current_design INSTRFetch

set clk_period 181.9
set clk_io_pct 0.2

create_clock -name clk0 -period $clk_period [get_ports {clk}]

set non_clock_inputs [all_inputs -no_clocks]
set_input_delay [expr $clk_period * $clk_io_pct] -clock clk0 $non_clock_inputs
set_output_delay [expr $clk_period * $clk_io_pct] -clock clk0 [all_outputs]
==> results.py <==
# Metrics from the implementation run
metrics = {
    "clocking": {
        "cts_hold_buf": 0,
        "tritoncts": "built",
        "clock-sinks": 4105,
        "path_clk_slew_ps": 60,
        "clock_latency_ps": 1010,
        "cts_buffers": 431,
        "cts_max_level": 5,
        "post-cts-setup-buffer-count": 0,
        "cts_root_buf": "clkbuf_16",
        "cts_resized": 0,
        "cts_buffer_depth": 4,
    },
    "floorplan": {
        "fp.coreArea_um2": 465000,
        "die_h_um": 686,
        "fp-utilization_pct": 40.3,
        "ios": 46,
        "die_width_um": 686,
        "die-area_um2": 471000,
        "row_count": 250,
    },
    "yosys": {
        "top_cells_by_count": "4108 x and2_1, 4096 x edfxtp_1, 1224 x mux4_2, 936 x clkbuf_1, 287 x nor2_1",
        "synth-edff-count": 4096,
        "ff_type": "edfxtp_1",
        "ys_seq_share_pct": 65.8,
        "yosysUniqueCellTypes": 61,
        "top_cells_by_area": "edfxtp_1 66%, mux4_2 15%, and2_1 14%",
        "synthCells": 11650,
        "synthesis.area_um2": 187000,
        "synth_flops": 4105,
        "top_cell_area_share_pct": 65.7,
        "yosys_cells": 11650,
        "synthArstFlopShare_pct": 0,
        "top_cell": "and2_1",
        "synth.avg_cell_area_um2": 16.1,
        "synth_chip_area_um2": 187000,
        "largest_area_cell": "edfxtp_1",
        "ys_warn_count": 3,
    },
    "final_layout": {
        "postLayoutCoreUtil_pct": 45.3,
        "stdcell_area_um2": 211000,
        "area_growth_pct": 12.5,
        "drive_gt1_share_pct": 22.3,
        "instances_no_fill": 18297,
    },
    "timing": {
        "final.min_clock_period_ps": 75730,
        "hold_viol_final": 0,
        "slew_headroom_pct": 16.1,
        "finalWorstSetupSlack_ps": 106170,
        "worstMarginPinSlew_ps": 1240,
        "hold_ws_ps": 602,
        "setup_tns_ps": 0,
        "untimed_endpoints": 2,
        "setup_violations": 0,
        "maxSlewViolCount": 0,
        "finClkSkew_ps": 47.3,
        "rsz0062_at_grt": "false",
        "fmax_ghz": 0.0132,
        "period_used_pct": 41.6,
    },
    "run": {
        "warnings": 28,
        "maxCapViolCount": 0,
    },
    "power": {
        "peakVddDrop_mv": 0.00979,
        "p_leak_nw": 74.4,
        "power_density_nw_per_um2": 9.93,
        "fin_total_pwr_mw": 2.09,
    },
    "detailed_routing": {
        "dr_total_vias": 100257,
        "vias_per_cell": 5.48,
        "firstDrtPassIters": 5,
        "finalWirelength_mm": 554,
        "drtIter0Drc": 5864,
        "dr_wl_met2_mm": 257,
        "wl_met3_mm": 92.8,
        "wl_per_cell_um": 30.3,
        "drt-met1-wl_mm": 173,
        "top_layer": "met5",
        "ant_nets": 0,
        "drc": 0,
    },
    "placed_design": {
        "pre_cts_slack_ps": 106390,
        "placed_cell_area_um2": 197000,
        "place_hpwl_mm": 351,
        "placed_cells": 17485,
        "routabilityCongestion": 0.926,
        "port_buffers": 43,
    },
    "grt": {
        "grt_pass1_vias": 107829,
        "gr-total-overflow": 0,
        "antenna_found_initial": 38,
        "grt_first_pass_wirelength_mm": 787,
        "grt_max_degree": 88,
        "grt_usage_pct": 25.8,
    },
    "critical_path": {
        "critPathKind": "in -> out",
        "arrival_ps": 39350,
        "cp-start-kind": "primary input",
        "r2r_setup_slack_ps": 173250,
        "critPathMaxFanout": 11,
        "required_ps": 145520,
        "cp-end-kind": "primary output",
    },
    "hold_path": {
        "hp-class": "reg -> reg",
    },
    "run_status": {
        "status": "complete, no violations",
    },
}
kinds of logic after synthesis:
logic type,after synthesis,synth area share (%)
compound gates,517,1.67
xor+xnor,6,0.0281
fa+ha+maj,8,0.0575
buf+inv,1172,2.66
flops,4105,65.8
mux,1280,15.0
simple gates,4562,14.8
worst paths after layout:
path	start	endpoint	depth (start not counted)
worst max register to register	cnt.count[0]	cnt.count[7]	25
worst max-delay path	pr	instr[9]	6
worst min register to register	pr_1d	cnt.count[7]	3
worst min-delay path	pr_1d	cnt.count[7]	3
cell usage in the layout, fill, tap and decap left out, types with 18 or more instances in the layout:
| cell | n |
|---|---|
| bufinv_16 | 39 |
| clkbuf_1 | 93 |
| o21ai_1 | 235 |
| a21oi_1 | 58 |
| a22o_1 | 18 |
| clkinv_2 | 91 |
| a22oi_1 | 120 |
| nor2_1 | 283 |
| nand2_1 | 52 |
| mux4_2 | 1224 |
| mux2i_1 | 46 |
| buf_4 | 775 |
| clkinv_1 | 96 |
| nand3_1 | 18 |
| edfxtp_1 | 4096 |
| clkbuf_16 | 438 |
| and2_1 | 4107 |
| clkdlybuf4s50_1 | 26 |
| o21ai_2 | 22 |
critical path: stages:
cell             delay [ps]
clkdlybuf4s50_1         670
nand2b_1                310
buf_4                   260
a41oi_1                 960
buf_4                   270
clkdlybuf4s50_1         480
area by class of cell:
class,instances,area (µm²)
Antenna cell,16,40.0
Clock buffer,533,11300
Clock inverter,263,2510
Fill cell,38562,254000
Inverter,9,50.0
Multi-Input combinational cell,6373,59400
Sequential cell,4105,123000
Tap cell,6174,7720
Timing Repair Buffer,824,6450
sequential cells by signal, indices dropped and copies added, names as in the netlist:
name,cells
mem.register,4096
pr_1d,1
cnt.count,8
per-layer routing:
layer | vias up | GRT usage, %
li1 | 43455 | -
met1 | 50230 | 29.4
met2 | 5501 | 37.9
met3 | 1028 | 18.8
met4 | 43 | 10.0
met5 | - | 1.64
power breakdown:
part | leakage (nW) | internal, mW | switching, mW | total [mW]
clock network | 6.75 | 0.497 | 0.370 | 0.867
registers | 42.4 | 1.07 | 0.00814 | 1.08
logic | 25.2 | 0.0537 | 0.0958 | 0.150
No activity file was given, so power comes from the tool's default toggle rates.
